--- flow/constraint.sdc ---
current_design mpc_sram

set clk_period 1.3
set clk_io_pct 0.2

create_clock -name clk0 -period $clk_period [get_ports {clk}]

set non_clock_inputs [all_inputs -no_clocks]
set_input_delay [expr $clk_period * $clk_io_pct] -clock clk0 $non_clock_inputs
set_output_delay [expr $clk_period * $clk_io_pct] -clock clk0 [all_outputs]
--- flow/config.mk ---
export PLATFORM = sky130hd
export DESIGN_NAME = mpc_sram
export DESIGN_NICKNAME = mpc_sram
export VERILOG_FILES = /design/flow/design.v
export SDC_FILE = /design/flow/constraint.sdc
export NUM_CORES = 4
export LEC_CHECK = 1
export CORE_AREA = 10 10 72 72
export DIE_AREA = 0 0 82 82
--- flow/design.v ---
module mpc_sram
#(
    parameter int unsigned ADDR_SIZE = 2,
    parameter int unsigned DATA_SIZE = 2,
    parameter int unsigned DEPTH = 2**ADDR_SIZE
)
(
    input  logic                  clk,
    input  logic                  rst_n,
    input  logic                  cs,
    input  logic                  we,
    input  logic [ADDR_SIZE-1:0]  addr,
    input  logic [DATA_SIZE-1:0]  wdata,
    output logic [DATA_SIZE-1:0]  rdata
);
    mpc_sram_1rw #(
        .ADDR_SIZE(ADDR_SIZE),
        .DATA_SIZE(DATA_SIZE),
        .DEPTH(DEPTH)
    ) ram_i (
        .clk,
        .rst_n,
        .cs,
        .we,
        .addr,
        .wdata,
        .rdata
    );
endmodule
module mpc_sram_1rw
#(
    parameter int unsigned ADDR_SIZE = 0,
    parameter int unsigned DATA_SIZE = 0,
    parameter int unsigned DEPTH = 2**ADDR_SIZE
)
(
    input  logic                  clk,
    input  logic                  rst_n,
    input  logic                  cs,
    input  logic                  we,
    input  logic [ADDR_SIZE-1:0]  addr,
    input  logic [DATA_SIZE-1:0]  wdata,
    output logic [DATA_SIZE-1:0]  rdata
);
    typedef logic [DATA_SIZE-1:0] mem_t [DEPTH];
    mem_t mem;
    always_ff @(posedge clk)
    begin
        if (cs == 1'b1) begin
            if (we == 1'b1) begin
                mem[addr] <= wdata;
            end
            rdata <= mem[addr];
        end
    end
endmodule
--- flow/run.sh ---
#!/bin/bash
# OpenROAD 26Q1-2900-gdf79404cd8, Yosys 0.63+post, stock flow scripts
make -C /OpenROAD-flow-scripts/flow DESIGN_CONFIG=/design/flow/config.mk WORK_HOME=/design/flow/orfs finish
==> flow_metrics.tcl <==
# collected from the flow reports
set metrics [dict create \
    io_pins 10 \
    fin_tns_setup_ns 0 \
    power.density_mw_per_mm2 1229 \
    crit_family "buffers and inverters" \
    cpMaxStageDelayCell "clkdlybuf4s50_1" \
    dr.pass1.iters 2 \
    ys_area_um2 397.9 \
    ant_nets 0 \
    route.detailed.drc 0 \
    endpoint "ram_i.mem[0][1]" \
    rr_endpoint "ram_i.rdata[1]" \
    grt_max_degree 7 \
    h-tree-depth 1 \
    drv_cap 0 \
    syn2layout_area_growth_pct 48.43 \
    hold_slack_ns 0.6184 \
    ir_drop_v 0.0002954 \
    ys_types 5 \
    place_hpwl_um 548.1 \
    fin_crit_ns 1.185 \
    syn_area_um2 397.9 \
    fp_util_pct 10.79 \
    tightest_slew_ns 0.1985 \
    ys_ff 10 \
    gp_congestion 0.7322 \
    ys_seq_share_pct 75.47 \
    required_ns 1.24 \
    postPlaceCellArea_um2 545.5 \
    cp_cell_sequence "clkdlybuf4s50_1 -> and4bb_2" \
    warning_count 26 \
    max_freq_mhz 844.0 \
    slew-limit-headroom_pct 86.72 \
    finalHoldViolCount 0 \
    drt-initial-drc-count 21 \
    grt_usage_pct 2.180 \
    syn_inst 16 \
    core_mm2 0.003689 \
    ys.warnings.count 1 \
    path_buffers 1 \
    timing.final.crit_share_pct 91.14 \
    die-area_mm2 0.006724 \
    worst-path-max-fanout 6 \
    drive_gt1_share_pct 28.57 \
    fin_area_um2 590.6 \
    first_global_vias 239 \
    hold_class "flop to flop" \
    vias 211 \
    cts_sinks 10 \
    critPathCaptureType "flop" \
    tritoncts "yes" \
    r2r_slack_ns 0.20 \
    slew_viol_final 0 \
    r2r-start "ram_i.mem[1][1]" \
    vias_per_cell 2.776 \
    antenna_found_initial 0 \
    die_h_um 82 \
    syn_avg_cell_area_um2 24.87 \
    p_leak_nw 0.2087 \
    cpPeakStageDelay_ns 0.50 \
    grt-ovfl-total 0 \
    clock_path_buffers 2 \
    cts_root_buf "clkbuf_8" \
    path_class "input port to flop" \
    post-cts-setup-buffers 0 \
    worstSetupStartpoint "addr[1]" \
    wl_per_cell_um 9.263 \
    start_kind "input port" \
    rsz0062_at_grt "no" \
    cp.depth 2 \
    fp.dieW_um 82 \
    fin_skew_ns 0.0002599 \
    fp-row-count 22 \
    portBuffers 8 \
    reg2regPathDepth 1 \
    n_antenna_cell 0 \
    clk_pin_slew_ns 0.04 \
    numCtsBuffers 3 \
    finalPower_uw 726.0 \
    outcome "finished, final reports clean" \
    ys_cells 16 \
    critPathArrivalTime_ns 1.12 \
    grt_pass1_wl_um 1097 \
    final_core_util_pct 16.01 \
    wl_um 704 \
    clk_latency_ns 0.23 \
    setup_violations 0 \
]
-- state kept, by name (all words and copies together), names as in the netlist --
name / count
ram_i.rdata: 2
ram_i.mem: 8
-- metrics by stage --
step	std cells	worst slack (ns)
4_1_cts	76	0.01458
6_report	76	0.1151
3_5_place_dp	73	-0.3741
3_3_place_gp	73	-0.3694
5_1_grt	76	0.07298
2_1_floorplan	16	0.2251
-- kinds of logic (layout without fill, tap and decap cells) --
kind of cell,after synthesis,in the layout,synth area share [%]
simple gates,4,4,11.32
flops,10,10,75.47
mux,2,2,13.21
buf+inv,0,12,0
-- cell usage in the layout, fill, tap and decap left out, drive strengths merged --
cell type       n
dlygate4sd2     1
buf             1
mux4            2
and4            1
dlymetal6s2s    2
clkdlybuf4s50   5
edfxtp         10
and4bb          1
clkbuf          3
and4b           2
-- metal layers --
layer / up-vias / global-route usage (%) / share of wire, %
met3: 5 / 1.432 / 8.5
met5: - / 0 / 0
met2: 8 / 3.683 / 50
met1: 99 / 2.062 / 37
met4: 0 / 0.8503 / 4.3
li1: 99 / - / -
-- Yosys cell counts, drive strengths merged --
master,count,area (um^2)
edfxtp,10,300.3
and4b,2,22.52
mux4,2,52.55
and4,1,10.01
and4bb,1,12.51
-- area by class of cell --
class,count,area [um^2]
timing repair buffer,9,91.34
multi-input combinational,6,97.59
clock buffer,3,41.29
sequential,10,300.3
fill,410,3098
tap,48,60.06
-- worst min-delay path by stage --
stage	startpoint	depth (start not counted)	end
after global routing	ram_i.mem[3][1]	1	ram_i.rdata[1]
after CTS	ram_i.mem[0][0]	1	ram_i.rdata[0]
final	ram_i.mem[0][0]	1	ram_i.rdata[0]
-- what timing repair did --
action,CTS,global route
hold buffers,0,0
setup endpoints to repair,2,2
gates resized,1,2
-- power breakdown --
group | total, mW | leakage, nW | internal, mW | switching [mW]
sequential | 0.373 | 0.0922 | 0.370 | 0.00220
combinational | 0.0484 | 0.0949 | 0.0324 | 0.0161
clock | 0.305 | 0.0216 | 0.201 | 0.104
Power figures rest on the tool's default switching activity, not on a simulated workload.
