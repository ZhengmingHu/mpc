## design/flow/design.v

```verilog
module ns_gnrl_rrobin # (
    parameter ARBT_NUM = 4
)(
    output             [ARBT_NUM-1: 0]  grt_vec                    ,
    input              [ARBT_NUM-1: 0]  req_vec                    ,
    input                               arbt_ena                   ,
    input                               clk                        ,
    input                               rst_n                       
);
logic [ARBT_NUM-1:0] req_ored_vec;
logic [ARBT_NUM-1:0] req_ored_vec_sft;
logic [ARBT_NUM-1:0] req_msked_ored_vec_sft;
logic                req_not_zero;
logic                req_is_one_hot;
logic                req_cflt;
logic [ARBT_NUM-1:0] indic_r;
logic [ARBT_NUM-1:0] indic_next;
logic                indic_ena;
logic [ARBT_NUM-1:0] mask_r;
logic [ARBT_NUM-1:0] mask_next;
logic                mask_ena;
logic                mask_set;
logic                mask_clr;
logic [ARBT_NUM-1:0] req_vec_real;
logic [ARBT_NUM-1:0] req_msked_vec1_real;
logic [ARBT_NUM-1:0] req_msked_vec2_real;
logic [ARBT_NUM-1:0] ored_msked_vec1;
logic [ARBT_NUM-1:0] ored_msked_vec2;
logic [ARBT_NUM-1:0] vec_1hot_1;
logic [ARBT_NUM-1:0] vec_1hot_2;
logic                grt_sel;
generate
  for (genvar i = 0; i < ARBT_NUM; i = i+1)
  begin
    assign req_ored_vec[i] = |req_vec[i:0];
  end
endgenerate
assign req_ored_vec_sft = {req_ored_vec[ARBT_NUM-2:0], 1'b0};
assign req_msked_ored_vec_sft = req_ored_vec_sft & req_vec;
assign req_not_zero     = |req_vec;
assign req_is_one_hot   = ~(|req_msked_ored_vec_sft);
assign req_cflt         = req_not_zero & !req_is_one_hot;
assign indic_ena        = req_cflt & arbt_ena;
ns_gnrl_dfflrs # (ARBT_NUM) indic_dfflrs (indic_ena, indic_next, indic_r, clk, rst_n);
assign mask_set            = !arbt_ena & (|grt_vec);
assign mask_clr            = (arbt_ena | (~(|req_vec_real))) & (|mask_r);
assign mask_ena            = mask_set | mask_clr;
assign mask_next           = ({ARBT_NUM{~mask_clr}} & ~grt_vec) |
                             ({ARBT_NUM{mask_clr}} & {ARBT_NUM{1'b0}});
ns_gnrl_dfflr  # (ARBT_NUM) mask_dfflr (mask_ena, mask_next, mask_r, clk, rst_n);
assign req_vec_real        = req_vec & ~mask_r;
assign req_msked_vec1_real = req_vec_real & indic_r;
assign req_msked_vec2_real = req_vec_real & ~indic_r;
generate
  assign ored_msked_vec1[0] = req_msked_vec1_real[0];
  assign ored_msked_vec2[0] = req_msked_vec2_real[0];
  for (genvar i = 1; i < ARBT_NUM; i = i+1)
  begin
    assign ored_msked_vec1[i] = |req_msked_vec1_real[i:0];
    assign ored_msked_vec2[i] = |req_msked_vec2_real[i:0];
  end
endgenerate
generate
  assign vec_1hot_1[0] = req_msked_vec1_real[0];
  assign vec_1hot_2[0] = req_msked_vec2_real[0];
  for (genvar i = 1; i < ARBT_NUM; i = i+1)
  begin
    assign vec_1hot_1[i] = ored_msked_vec1[i] & ~ored_msked_vec1[i-1];
    assign vec_1hot_2[i] = ored_msked_vec2[i] & ~ored_msked_vec2[i-1];
  end
endgenerate
assign grt_sel = |(indic_r & req_vec_real);
assign grt_vec = grt_sel ? vec_1hot_1 : vec_1hot_2; 
assign indic_next = grt_sel ? {ored_msked_vec1[ARBT_NUM-2:0], 1'b0} : {ored_msked_vec2[ARBT_NUM-2:0], 1'b0};
endmodule
module ns_gnrl_fixed # (
    parameter ARBT_NUM = 4
)(
    output             [ARBT_NUM-1: 0]  grt_vec                    ,
    input              [ARBT_NUM-1: 0]  req_vec                    
);
assign grt_vec[0] = req_vec[0];
generate
for (genvar i=1;i<ARBT_NUM;i=i+1)
	assign grt_vec[i] = (~|req_vec[i-1:0]) & req_vec[i];
endgenerate
endmodule
module ns_gnrl_weight_with_ref # (
  parameter ARBT_NUM = 4
)
(
  input                               clk                        ,
  input                               rst_n                      ,
  output     [$clog2(ARBT_NUM)-1: 0]  grt_id                     ,
  input              [ARBT_NUM-1: 0]  req_vec                    ,
  input      [$clog2(ARBT_NUM)-1: 0]  ref_weight        
);
logic [        ARBT_NUM-1:0] req_vec_circular_sft;
logic [$clog2(ARBT_NUM)-1:0] grt_id_sft; 
assign req_vec_circular_sft = (req_vec >> ref_weight) | (req_vec << (ARBT_NUM - ref_weight));
priority_encoder # (ARBT_NUM) req_vec_priority_encoder (req_vec_circular_sft, grt_id_sft);
assign grt_id = grt_id_sft + ref_weight;
endmodule
module ns_gnrl_dfflr # (
  parameter DW   = 32
) (
  input               lden,
  input      [DW-1:0] dnxt,
  output     [DW-1:0] qout,
  input               clk,
  input               rst_n
);
reg [DW-1:0] qout_r;
always @(posedge clk or negedge rst_n)
begin : DFF_PROC
  if (rst_n == 1'b0)
    qout_r <= {DW{1'b0}};
  else if (lden == 1'b1)
    qout_r <= dnxt;
end
assign qout = qout_r[DW-1:0];
endmodule
module ns_gnrl_dfflrs # (
  parameter DW   = 32
, parameter [DW-1:0]  RST  = {DW{1'b1}}
) (
  input               lden,
  input      [DW-1:0] dnxt,
  output     [DW-1:0] qout,
  input               clk,
  input               rst_n
);
reg [DW-1:0] qout_r;
always @(posedge clk or negedge rst_n)
begin : DFF_PROC
  if (rst_n == 1'b0)
    qout_r <= RST;
  else if (lden == 1'b1)
    qout_r <= dnxt;
end
assign qout = qout_r[DW-1:0];
endmodule
```

## design/flow/run.sh

```bash
#!/bin/bash
# OpenROAD 26Q1-2900-gdf79404cd8, Yosys 0.63+post, stock flow scripts
make -C /OpenROAD-flow-scripts/flow DESIGN_CONFIG=/design/flow/config.mk WORK_HOME=/design/flow/orfs finish
```

## design/flow/constraint.sdc

```tcl
current_design ns_gnrl_rrobin

set clk_period 1.6
set clk_io_pct 0.2

create_clock -name clk0 -period $clk_period [get_ports {clk}]

set non_clock_inputs [all_inputs -no_clocks]
set_input_delay [expr $clk_period * $clk_io_pct] -clock clk0 $non_clock_inputs
set_output_delay [expr $clk_period * $clk_io_pct] -clock clk0 [all_outputs]
```

## design/flow/config.mk

```make
export PLATFORM = sky130hd
export DESIGN_NAME = ns_gnrl_rrobin
export DESIGN_NICKNAME = ns_gnrl_rrobin
export VERILOG_FILES = /design/flow/design.v
export SDC_FILE = /design/flow/constraint.sdc
export NUM_CORES = 4
export LEC_CHECK = 1
export CORE_AREA = 10 10 77 77
export DIE_AREA = 0 0 87 87
```

==> results.py <==
# Flow results
metrics = {
    "logic_synthesis": {
        "topCellsByArea": "dfstp_2 (19%), dfrtp_1 (18%), a31oi_1 (7.8%)",
        "async_flop_share": 1.00,
        "ys_seq_frac": 0.367,
        "ys_cells": 53,
        "compound_area_frac": 0.280,
        "ys_chip_area_um2": 559,
        "topCombFamilyByArea": "simple AND/OR/NAND/NOR gates",
        "simple_gate_share": 0.313,
        "syn-mean-instance-area_um2": 10.6,
        "synth-seq-cells": 8,
        "ys_sh_adder": 0,
        "mux_area_frac": 0,
        "yosys.cell_count.top_type": "a31oi_1",
        "synth-xor-area-share": 0,
        "yosys-top-cells-count": "a31oi_1 (7), dfrtp_1 (4), dfstp_2 (4), inv_1 (4), nand3b_1 (4)",
        "ys_types": 25,
        "edf_count": 0,
        "netlist_instances": 53,
        "flop_cell": "dfstp_2",
        "top_area_frac": 0.188,
        "yosys_warnings": 2,
        "yosysTopAreaCell": "dfstp_2",
        "netlist_area_um2": 559,
    },
    "die": {
        "fp.dieW_um": 87,
        "chipArea_um2": 7570,
        "io-pin-count": 11,
        "core_um2": 4350,
        "die-height_um": 87,
        "initCoreUtil": 0.128,
        "rows": 24,
    },
    "clocking": {
        "hold_buffers": 0,
        "clkTransAtPathRegs_ns": 0.04,
        "numCtsBuffers": 3,
        "cts_tree": "built",
        "clockBufferDepth": 2,
        "clock_sinks": 8,
        "clock-root-buffer": "clkbuf_8",
        "cts.htree.levels": 1,
        "clock_latency_ns": 0.22,
    },
    "setup_path": {
        "required_ns": 1.28,
        "crit_fanout": 4,
        "arrival_ns": 1.51,
        "cp-startpoint": "indic_dfflrs.qout_r[0]$_DFFE_PN1P_",
        "r2r-end": "mask_dfflr.qout_r[1]$_DFFE_PN0P_",
        "r2r_start": "indic_dfflrs.qout_r[3]$_DFFE_PN1P_",
        "end_kind": "output pin",
        "crit_type": "register to output pin",
        "reg2reg_depth": 7,
        "r2r_slack_ns": 0.09,
        "cp-start-kind": "register",
    },
    "final_timing": {
        "drv_slew": 0,
        "hold_ws_ns": 0.376,
        "period_minus_slack_ns": 1.83,
        "layout_worst_path_cycle_share": 1.15,
        "finalClockSkew_ns": 0.000681,
        "final-setup-viol-count": 4,
        "hold_violations": 0,
        "slew_headroom": 0.761,
        "rsz0062_at_grt": "true",
        "setup_ws_ns": -0.233,
        "max_freq_ghz": 0.546,
        "tightest_slew_ns": 0.358,
    },
    "power": {
        "p_int_uw": 756,
        "p_comb_frac": 0.508,
        "p_leak_uw": 0.000505,
        "powerDensity_nw_per_um2": 953,
        "p_clk_frac": 0.222,
        "switching_share": 0.282,
        "vdd_drop_max_uv": 244,
        "pwr-share-seq": 0.270,
        "switching_power_uw": 297,
    },
    "drt": {
        "drt-vias-per-instance": 4.08,
        "dr.pass1.iters": 4,
        "remaining_drc_errors": 0,
        "drt_wl_total_um": 1890,
        "vias": 633,
        "wl_per_cell_um": 12.2,
        "ant_nets": 0,
        "num_antenna_cells": 0,
        "drt_iter0_drc": 57,
    },
    "global_route": {
        "grt.overflow.total": 0,
        "antenna_found_initial": 0,
        "grt_max_degree": 9,
        "grt_use_total": 0.0502,
        "grt_first_pass_wirelength_um": 3090,
        "grt_pass1_vias": 655,
    },
    "run": {
        "maxCapViolCount": 0,
        "warnings": 27,
    },
    "placement": {
        "portBuffers": 10,
        "place_area_um2": 905,
        "finalWeightedCongestion": 0.941,
        "dp.final_hpwl_um": 1310,
    },
    "cells_and_area": {
        "fin_area_um2": 1100,
        "syn2layout_area_growth_pct": 97.5,
        "drive_gt1_frac": 0.602,
    },
    "run_status": {
        "outcome": "finished, violations left",
        "violations": "setup timing",
    },
    "worst_hold_path": {
        "min_path_type": "primary input to asynchronous set/reset pin",
    },
}
==> routing by layer <==
metal,track usage,wire (um),up-vias
met5,0,0,-
li1,-,-,309
met1,0.0695,859,294
met2,0.0746,840,30
met4,0.00736,0,0
met3,0.0179,187,0
==> cells by family after synthesis <==
group,count (synthesis)
AOI/OAI and AO/OA,18
buffers and inverters,5
DFF,8
and+or+nand+nor,22
==> flip-flops by register name, indices dropped and copies added (netlist names) <==
name	cells
mask_dfflr.qout_r	4
indic_dfflrs.qout_r	4
==> cell type report <==
class | count | area, um^2
Multi-Input combinational cell | 40 | 389
Timing Repair Buffer | 48 | 389
Tap cell | 52 | 65.1
Fill cell | 442 | 3250
Inverter | 4 | 15.0
Sequential cell | 8 | 205
Clock buffer | 3 | 41.3
==> metrics by stage <==
stage               setup TNS (ns)  instances  setup slack (ns)  utilization  power [uW]
floorplan                        0         53             0.232            -         435
global route                -0.934        155            -0.292        0.254        1110
CTS                         -0.726        154            -0.225        0.249        1040
detailed placement           -3.54        139            -0.643        0.208         656
global placement             -3.54        139            -0.638        0.208         655
finish                      -0.706        155            -0.233        0.254        1050
==> timing repair <==
| item | CTS | global route |
|---|---|---|
| pin swaps | 11 | 5 |
| gates resized | 29 | 3 |
| cloned | 0 | 0 |
| setup buffers | 12 | 1 |
| endpoints found under the setup margin | 8 | 5 |
==> how the worst max path moves through the flow <==
stage / cells after the start / to
4_1_cts: 5 / grt_vec[3]
5_1_grt: 5 / grt_vec[3]
6_report: 5 / grt_vec[3]
==> power by group through the flow <==
stage	registers, uW	logic (uW)	clock network [uW]
final	285	535	234
after global routing	288	576	250
after CTS	281	511	243
==> worst max-delay path: stages, from the launching register on <==
cell	delay, ns
dfstp_2	0.59
nor3b_4	0.07
buf_6	0.12
o32ai_4	0.21
and3_1	0.20
buf_2	0.10
==> cells in the final DEF (no fill, tap or decap), types with 2 or more instances in the layout <==
| cell | n |
|---|---|
| a211o_1 | 2 |
| a31oi_1 | 6 |
| and2b_4 | 2 |
| and3_4 | 2 |
| and3b_1 | 2 |
| buf_2 | 3 |
| buf_4 | 32 |
| buf_6 | 7 |
| clkbuf_8 | 3 |
| clkdlybuf4s50_1 | 2 |
| dfrtp_1 | 4 |
| dfstp_2 | 4 |
| dlygate4sd2_1 | 4 |
| inv_1 | 4 |
| nand2b_1 | 2 |
| nand3b_1 | 4 |
| nor2_1 | 2 |
| nor2b_1 | 2 |
| nor3b_4 | 2 |
| o21ba_1 | 2 |
No activity file was given, so power comes from the tool's default toggle rates.
